--- design/flow/run.sh ---
#!/bin/bash
# OpenROAD 26Q1-2900-gdf79404cd8, Yosys 0.63+post, stock flow scripts
make -C /OpenROAD-flow-scripts/flow DESIGN_CONFIG=/design/flow/config.mk WORK_HOME=/design/flow/orfs finish
--- design/flow/design.v ---
`timescale 1ns / 1ps
module projectCPU2020(
  clk,
  rst,
  wrEn,
  data_fromRAM,
  addr_toRAM,
  data_toRAM,
  PC,
  W
);
input clk, rst;
input wire[15:0] data_fromRAM;
output reg [15:0] data_toRAM;
output reg wrEn;
output reg [12:0] addr_toRAM;
output reg [12:0] PC;  
output reg [15:0] W;  
reg [2:0] state, stateNext;
reg [12:0] PCNext;
reg [2:0] inst, instNext;
reg [15:0] WNext;
always @(posedge clk) begin
	state <= #1 stateNext;
	PC    <= #1 PCNext;
	inst  <= #1 instNext;
	W     <= #1 WNext;
end
always @(*) begin
		stateNext  = state;
		PCNext     = PC;
		instNext   = inst;
		WNext      = W;
		wrEn       = 0;
		addr_toRAM = 0;
		data_toRAM = 0;
	if (rst) begin
		stateNext  = 0;
		PCNext     = 0;
		instNext   = 0;
		WNext      = 0;
		wrEn       = 0;
		addr_toRAM = 0;
		data_toRAM = 0;
	end else begin
		case (state)
			0: begin
				PCNext     = PC;
				instNext   = inst;
				addr_toRAM = PC;
				WNext      = W;
				wrEn       = 0;
				data_toRAM = 0;
				stateNext  = 1;
			end
			1: begin
				instNext   = data_fromRAM[15:13];
				addr_toRAM = data_fromRAM[12:0];
				WNext      = W;
				if (data_fromRAM[12:0] == 13'b0000000000000) begin
					addr_toRAM = 13'b0000000000010;
					data_toRAM = 0;
					wrEn       = 0;
					PCNext     = PC;
					stateNext  = 3;
				end else begin
					if (instNext == 3'b110) begin
						data_toRAM = W;
						wrEn       = 1;
						PCNext     = PC + 1;
						stateNext  = 0;
					end else begin
						data_toRAM = 0;
						wrEn       = 0;
						PCNext     = PC;
						stateNext  = 2;
					end
				end
			end
			2: begin
				stateNext  = 0;
				wrEn       = 0;
				data_toRAM = 0;
				addr_toRAM = 0;
				instNext   = inst;
				if (instNext == 3'b000) begin
					WNext      = W + data_fromRAM;
					PCNext     = PC + 1;
				end else if (instNext == 3'b001) begin
					WNext      = (~( W | data_fromRAM));
					PCNext     = PC + 1;
				end else if (instNext == 3'b010) begin
					if (data_fromRAM < 16) begin
						WNext = W >> data_fromRAM;
					end else if (data_fromRAM < 32) begin
						WNext = W << (data_fromRAM[3:0]);
					end else if (data_fromRAM < 48) begin
							WNext = ((W >> data_fromRAM[3:0]) | (W << (16- data_fromRAM[3:0])));
					end else begin
						WNext = ((W << data_fromRAM[3:0]) | (W >> (16- data_fromRAM[3:0])));
					end
					PCNext     = PC + 1;
				end else if (instNext == 3'b011) begin
					WNext  = (W > data_fromRAM) ? 1 : 0;
					PCNext = PC + 1;
				end else if (instNext == 3'b100) begin
					PCNext = (data_fromRAM == 0) ? (PC+2) : (PC+1);
					WNext  = W;
				end else if (instNext == 3'b101) begin
					WNext  = data_fromRAM;
					PCNext = PC + 1;
				end else if (instNext == 3'b111) begin
					PCNext = data_fromRAM[12:0];
					WNext  = W;
				end
			end
			3: begin
				addr_toRAM = data_fromRAM;
				instNext   = inst;
				WNext      = W;
				if (instNext == 3'b110) begin
					data_toRAM = W;
					wrEn       = 1;
					PCNext     = PC + 1;
					stateNext  = 0;
				end else begin
					PCNext     = PC;
					data_toRAM = 0;
					wrEn       = 0;
					stateNext = 2;
				end
			end
		endcase
end
end
endmodule
--- design/flow/constraint.sdc ---
current_design projectCPU2020

set clk_period 8.6
set clk_io_pct 0.2

create_clock -name clk0 -period $clk_period [get_ports {clk}]

set non_clock_inputs [all_inputs -no_clocks]
set_input_delay [expr $clk_period * $clk_io_pct] -clock clk0 $non_clock_inputs
set_output_delay [expr $clk_period * $clk_io_pct] -clock clk0 [all_outputs]
--- design/flow/config.mk ---
export PLATFORM = sky130hd
export DESIGN_NAME = projectCPU2020
export DESIGN_NICKNAME = projectCPU2020
export VERILOG_FILES = /design/flow/design.v
export SDC_FILE = /design/flow/constraint.sdc
export NUM_CORES = 4
export LEC_CHECK = 1
export CORE_UTILIZATION = 50
==> run summary <==
Implementation progress

The share of cells above drive strength 1 stands at 8.81%. The via count of the first global-routing pass is 7680. Counting pins that exceed their max-slew limit in the final report gives 0. Entering global routing, the biggest net connects 50 pins. The worst setup path is captured at an output pin. Routing resource usage on met1 recorded by global route was 62.8%.

From the final report, the count of setup violators was given as 0. CTS placed an instance of clkbuf_16 at the clock tree root. The depth of the worst register-to-register path stands at 11.

In the Yosys stats the netlist draws on 84 distinct library cells. Per the skew report, the later register of the worst-skew pair sees a clock latency of 0.30 ns. The cell count after placement stands at 1228.

Post-synth the commonest register cell is dfxtp_1. The number of buffers inserted by post-CTS setup repair stands at 0. Max-cap violations in this run came to 0.

The worst path uses 75.2% of the clock period. The count of flip-flops with a built-in enable after synthesis stands at 0. Setup slack on the critical path of the routed design comes to 2.14 ns. STA classifies the critical path startpoint as an input port. Yosys instantiated no cell more often than nor2_1. Along the worst hold path, the cell count comes to 2. The OpenROAD report gives the critical path a required time of 6.88 ns. The cell count after synthesis stands at 1023. The flow ran to the end, and the final reports show no timing, DRC or antenna violations. The HPWL after detailed placement is 22600 microns. The vertical die dimension stands at 121 microns. The post-place setup slack stands at 2.23 ns. The chip area in the Yosys report stands at 0.00709 sq mm. The sum of negative setup slack stands at 0 ns. In the global route stage, met2 resource usage came out at 62.6%. The routed design ends up with an antenna cell count of 0. The minimum hold slack stands at 0.547 ns. The placer's final routability congestion estimate stands at 1.07.

The routed length per placed instance stands at 25.0 microns. The synthesized flop and latch total stands at 36. The average size of a mapped cell stands at 6.93 sq um. The worst max-slew margin expressed relative to the limit stands at 36.2%. The total grt overflow stands at 0. The standard cell core area stands at 0.0139 sq mm. The number of detailed-routing iterations run before antenna repair stands at 8. The data arrival time reported for the critical path is 4.74 ns. Wires add up to 30900 microns. The floorplan core density stands at 51.1%. Endpoints failing hold in the final report were tallied at 0. Once iteration 0 of detailed routing completed, the report listed 1223 DRC markers. The fraction of synthesis flops using an asynchronous set or reset pin stands at 0%. The power density over cell area stands at 98.5 mW/mm^2. The chip area stands at 0.0147 sq mm. The largest total area in the synthesized netlist belongs to dfxtp_1. The area of the mapped netlist stands at 0.00709 sq mm. Between clock sinks in the finished design, the worst skew comes to 0.0115 ns. The number of top-level pins stands at 77. The non-filler instance count after layout stands at 1236. Dividing the detail-routed via count by the number of cells gives 6.82. After global routing, the most crowded layer is met1.

The H-tree depth stands at 2. Relative to the synthesized area, the layout overhead comes to 13.7%. The synthesis report lists the Yosys warning total as 1. Sequential elements use 10.2% of the synthesized area.

Per the detail_route report, DRC violations left total 0. The register clock-pin slew on the reported worst setup and hold paths stands at 0.05 ns. After layout, the minimum clock period comes to 6.46 ns. TritonCTS built the clock tree. The number of clock buffers inserted by TritonCTS stands at 5. Ranked by instance count, the synthesized netlist is headed by 109 x nor2_1, 108 x nand2_1, 100 x a21oi_1. The cell count listed in synth_stat.txt stands at 1023. The highest supply drop recorded on VDD is 0.0721 mV. The number of hold buffers added after CTS was 0. The script extracted a total leakage power of 3.03 nW. The initialized floorplan defines 43 standard-cell rows. met3 track demand over resource after global routing is 14.5%.

Timing would allow up to 155 MHz. The main area contributors are dfxtp_1 10%, ha_1 9.0%, a21oi_1 7.1%, o21ai_0 7.0%, mux4_2 7.0%. The initial antenna violation count came to 1. In this run the worst hold path is classified as register to register. The slew at the pin with the worst max-slew slack stands at 0.950 ns. The detail route stage leaves a number of antenna-violating nets equal to 0.

The maximum fanout along the worst path stands at 34. Setup repair after global routing left no endpoint under its margin. For flop-to-flop paths, the worst setup slack is 4.82 ns. The total of cells resized after clock tree synthesis stands at 0. The total of buffers placed on input and output ports stands at 76. The number of buffers on the longest clock path stands at 2.

The die is 121 microns wide. Clock tree synthesis found a total of 36 sinks. The stage-log warning count stands at 58. The first global-routing pass estimated 47300 microns of wire. The critical path is of the input port to output pin type.

The area share of the largest cell type after synthesis stands at 10.2%. The all-layer global routing usage stands at 44.1%. Detailed routing inserted a total of 8434 vias.
==> registers in the layout, indices dropped and copies added, names as in the netlist <==
register and count:
PC 13, state 4, inst 3, W 16
==> routing by layer <==
layer | part of all wire, % | up-vias
met2 | 42 | 622
li1 | - | 3843
met4 | 4.4 | 2
met3 | 14 | 100
met1 | 40 | 3867
met5 | 0.11 | -
==> worst max-delay path, stage by stage <==
cell	delay, ns
buf_2	0.09
buf_4	0.25
inv_1	0.26
ha_1	0.49
nand2_1	0.23
nor4_1	0.45
nor2b_1	0.15
or2_2	0.43
a22oi_1	0.21
nor2_1	0.06
clkdlybuf4s50_1	0.39
==> through the flow <==
stage,instance area [sq um],power [mW],utilization [%]
2_1_floorplan,7090,0.425,-
3_3_place_gp,7880,0.545,56.8
3_5_place_dp,7880,0.543,56.8
4_1_cts,8060,0.779,58.1
5_1_grt,8060,0.823,58.1
6_report,8060,0.794,58.1
==> layout by cell type (no fill, tap or decap), types with 7 or more instances in the layout <==
master / netlist / final
clkdlybuf4s50_1: 0 / 72
a22oi_1: 16 / 16
a31oi_1: 14 / 14
o221ai_1: 8 / 8
inv_1: 53 / 53
dfxtp_1: 36 / 36
xnor2_1: 18 / 18
o21ai_0: 99 / 99
a211oi_1: 16 / 16
mux2i_1: 39 / 39
mux2_2: 7 / 7
buf_4: 4 / 31
mux4_2: 22 / 22
nand2b_1: 8 / 8
nor4_1: 8 / 8
nand3_1: 13 / 13
nor2b_1: 14 / 14
a21o_1: 8 / 8
and3_1: 7 / 7
o31ai_1: 8 / 8
o211ai_1: 11 / 11
nor3_1: 40 / 40
ha_1: 51 / 51
o22ai_1: 20 / 20
a221oi_1: 8 / 8
a21oi_1: 100 / 100
nand2_1: 108 / 108
nor2_1: 109 / 109
==> kinds of logic (layout without fill, tap and decap cells) <==
family          count (synthesis)  in the layout  synth area share [%]
xor+xnor                       25             25                  3.35
fa+ha+maj                      52             52                  9.28
compound gates                362            362                  32.2
mux                            69             69                  13.8
flops                          36             36                  10.2
simple gates                  342            342                  22.5
buf+inv                       137            170                  8.71
==> worst paths after layout <==
path / from / end
worst max-delay path: data_fromRAM[0] / addr_toRAM[5]
worst min-delay path: PC[12] / PC[12]
worst max register to register: W[4] / W[14]
worst min register to register: PC[12] / PC[12]
==> where the power goes <==
| part | switching, mW | internal, mW |
|---|---|---|
| sequential | 0.0224 | 0.174 |
| combinational | 0.225 | 0.133 |
| clock | 0.0859 | 0.153 |
==> cell type report <==
| cell class | instances | area (sq um) |
|---|---|---|
| Clock inverter | 1 | 30.0 |
| Multi-Input combinational cell | 850 | 5750 |
| Fill cell | 1334 | 5820 |
| Sequential cell | 36 | 721 |
| Inverter | 55 | 206 |
| Timing Repair Buffer | 107 | 973 |
| Tap cell | 180 | 225 |
| Clock buffer | 7 | 153 |
Power figures rest on the tool's default switching activity, not on a simulated workload.
